File: flow/design.v
module  decoder3_8(
        input         [ 2: 0]  a                        , 
        input                  g1                       , 
        input                  g2                       , 
        input                  g3                       , 
        output  reg   [ 7: 0]  y                          
);
always  @(*) begin
        if({g1,g2,g3} != 3'b100)  
           y        <=      8'h00;
        else 
           case(a)
              3'b000:   y       <=      8'b0000_0001; 
              3'b001:   y       <=      8'b0000_0010; 
              3'b010:   y       <=      8'b0000_0100; 
              3'b011:   y       <=      8'b0000_1000; 
              3'b100:   y       <=      8'b0001_0000; 
              3'b101:   y       <=      8'b0010_0000; 
              3'b110:   y       <=      8'b0100_0000; 
              3'b111:   y       <=      8'b1000_0000; 
           endcase
end
endmodule
module  counter(
        input                  clk                      , 
        input                  rst_n                    , 
        input                  clr_n                    , 
        input                  stop_n                   , 
        input                  M                        , 
        output  reg   [ 2: 0]  counter 
);
reg     [25: 0]                clk_cnt                          ; 
reg                            clk_1hz                          ; 
always  @(posedge clk or negedge rst_n) begin
        if(rst_n == 1'b0)
            clk_cnt     <=      'd0;
        else if(clk_cnt == 'd24_999_999)   
            clk_cnt     <=      'd0;
        else
            clk_cnt     <=      clk_cnt + 1'b1;
end
always  @(posedge clk or negedge rst_n) begin
        if(rst_n == 1'b0)
            clk_1hz     <=      1'b0;
        else if(clk_cnt == 'd24_999_999)
            clk_1hz     <=      ~clk_1hz;
end
always  @(posedge clk_1hz or negedge rst_n or negedge clr_n or negedge stop_n) begin
        if(rst_n == 1'b0)   
            counter     <=      3'b000;
        else if(clr_n == 1'b0)
            counter     <=      3'b000; 
        else if(stop_n == 1'b0)  
           counter      <=      counter;
        else if(M == 1'b1)   
           counter      <=      counter + 1'b1;
        else                 
           counter      <=      counter - 1'b1; 
end
endmodule
module  waterfall_led(
        input                  clk                      ,
        input                  rst_n                    ,
        input                  g1                       ,
        input                  g2                       ,
        input                  g3                       ,
		input				   clr_n					,
		input				   stop_n					,
        output  wire  [ 7: 0]  y 
);
wire    [ 2: 0]                counter                          ;
counter counter_inst(
        .clk                    (clk                    ),
        .rst_n                  (rst_n                  ),
        .clr_n                  (clr_n                  ),
        .stop_n                 (stop_n                 ),
        .counter                (counter                )
);
decoder3_8  decoder3_8_inst(
        .a                      (counter                ), 
        .g1                     (g1                     ),
        .g2                     (g2                     ),
        .g3                     (g3                     ),
        .y                      (y                      ) 
);
endmodule
File: flow/run.sh
#!/bin/bash
# OpenROAD 26Q1-2900-gdf79404cd8, Yosys 0.63+post, stock flow scripts
make -C /OpenROAD-flow-scripts/flow DESIGN_CONFIG=/design/flow/config.mk WORK_HOME=/design/flow/orfs finish
File: flow/config.mk
export PLATFORM = sky130hd
export DESIGN_NAME = waterfall_led
export DESIGN_NICKNAME = waterfall_led
export VERILOG_FILES = /design/flow/design.v
export SDC_FILE = /design/flow/constraint.sdc
export NUM_CORES = 4
export LEC_CHECK = 1
export CORE_AREA = 10 10 112 112
export DIE_AREA = 0 0 122 122
File: flow/constraint.sdc
current_design waterfall_led

set clk_period 4.1
set clk_io_pct 0.2

create_clock -name clk0 -period $clk_period [get_ports {clk}]

set non_clock_inputs [all_inputs -no_clocks]
set_input_delay [expr $clk_period * $clk_io_pct] -clock clk0 $non_clock_inputs
set_output_delay [expr $clk_period * $clk_io_pct] -clock clk0 [all_outputs]
==> ci_impl_report.md <==
## Synthesis and layout report

| Metric | Value |
|---|---|
| Outcome | `finished clean` |
| Endpoints left unconstrained | `3` |
| Worst-path clk slew | `90 ps` |
| Cts hold-fix bufs | `0` |
| Post-route ant nets | `0` |
| Clk_skew | `between 2 and 3 ps` |
| # port buffers | `14` |
| Grt ovf | `0` |
| Antenna violations before repair | `0` |
| # IOs | `15` |
| Final setup violation count | `0` |
| Pre-antenna DRT Iters | `4` |
| DR WL/cell | `between 9 and 10 um` |
| Antenna diode count | `0` |
| DRC | `0` |
| Cell-by-cell listing of the critical path | `clkdlybuf4s50_1 -> nor2_1 -> nand2_1 -> nor2_1 -> and2_1 -> clkdlybuf4s50_1` |
| Cells after Synth | `162` |
| Via Count | `1189` |
| Post-Synth AOI/OAI Area | `0.0684` |
| Die Area | `14900 sq um` |
| CTS tree | `yes` |
| Final Critical Period | `3010 ps` |
| Post-CTS sizing | `0` |
| Max-cap violations | `0` |
| First-pass GRT wire length | `5330 um` |
| Syn-to-layout area delta | `19.9%` |
| CTS buffer count | `3` |
| Highest Clock Rate | `0.333 GHz` |
| RSZ-0062 raised after global routing | `no` |
| Final hold vios | `0` |
| Clk buf depth | `2` |
| CP Capture Type | `output pin` |
| AND/OR/NAND/NOR Cells, Area Fraction | `0.298` |
| Top non-seq family | `simple AND/OR/NAND/NOR gates` |
| Placer Congestion | `0.809` |
| Adder Area Share | `0.0456` |
| Yosys xor share | `0.0904` |
| Final worst path period share | `0.734` |
| Clock latency on the worst-skew pair | `270 ps` |
| Post-synthesis register bit count | `30` |
| Arrival time at the worst endpoint | `2190 ps` |
| Register pins left without a clock | `3` |
| Setup TNS | `0 ps` |
| Vias/cell | `3.80` |
| Post-route insts no fill | `roughly 310` |
| CP max stage delay | `460 ps` |
| Yosys warning count | `6` |
| Root buf cell | `clkbuf_8` |
| Init Core Util | `0.161` |
| Final wirelength | `3010 um` |
| Cells in synth_stat.txt | `162` |
| Largest net degree at the start of global routing | `29` |
| Pwr Density | `219 nW/um^2` |
| Initial drt markers | `59` |
| H-tree depth | `1` |
| CP Launch Type | `primary input` |
| Core footprint | `between 10000 and 15000 sq um` |
| Post-Syn Area per Cell | `10.2 sq um` |
| Crit path kind | `in -> out` |
| Die Height | `122 um` |
| P_leak | `0.000839 uW` |
| Site row count | `37` |
| Hold crit path type | `reg -> reg` |
| Count of pins over their slew limit | `0` |
| Cell Type Count | `30` |
| Dpl cells | `just over 300` |
| Synth Cell Area | `1650 sq um` |
| Die Span X | `about 120 um` |
| CP Data Required Time | `3280 ps` |
| Slowest cell on crit path | `clkdlybuf4s50_1` |
| Synth Seq Share | `0.470` |
| Gr usage total | `0.0414` |
| Slew headroom | `0.517` |
| Tool Warnings | `29` |
| Yosys stat area | `1650 sq um` |
| Slew @ Worst Pin | `about 720 ps` |
| Number of global-route vias before repair | `around 1200` |
| Peak VDD IR | `0.0000995 V` |
| Post-CTS Setup Bufs | `0` |
| Layout cells sized above 1 | `0.0734` |
| CP max FO | `4` |
| MUX area fraction | `0` |
| Dpl hpwl | `2120 um` |
layout make-up:
class                      count  area (sq um)
clock buffer                   4          45.0
fill                        1098          8260
inverter                       3          11.3
multi-input combinational    125           827
sequential                    30           773
tap                          136           170
timing repair buffer          15           148
sequential cells by signal (all words and copies together), names as in the netlist:
register / flops
counter_inst.counter: 3
counter_inst.clk_1hz: 1
counter_inst.clk_cnt: 26
power breakdown:
part	total, uW	internal, uW	switching (uW)	leakage, uW
Clock	150	69.6	79.9	0.0000228
Combinational	15.8	7.41	8.37	0.000413
Sequential	267	267	0	0.000403
routing by layer:
| layer | track usage | up-vias | routed length (um) |
|---|---|---|---|
| met2 | 0.0653 | 19 | 1220 |
| met1 | 0.0583 | 563 | 1550 |
| met5 | 0 | - | 0 |
| li1 | - | 605 | - |
| met3 | 0.0108 | 2 | 198 |
| met4 | 0.00373 | 0 | 38 |
placed cells by master, fill, tap and decap left out, drive strengths merged:
| cell | count |
|---|---|
| dfrtp | 27 |
| a21oi | 9 |
| o21ai | 3 |
| nand2 | 17 |
| nand4 | 6 |
| nand3 | 6 |
| nor3 | 5 |
| or4 | 6 |
| clkdlybuf4s50 | 14 |
| ha | 6 |
| nor2b | 1 |
| and4 | 4 |
| and2 | 10 |
| nor2 | 19 |
| buf | 1 |
| dfbbp | 3 |
| inv | 3 |
| nor4 | 3 |
| o31ai | 6 |
| and3 | 4 |
| or3 | 3 |
| xnor2 | 4 |
| xor2 | 13 |
| clkbuf | 4 |
cell families after synthesis:
group / Yosys count
buffers and inverters: 7
XOR/XNOR: 17
AND-OR/OR-AND: 18
AND/OR/NAND/NOR: 84
flip-flops: 30
adder cells (fa/ha/maj): 6
stage by stage:
stage          hold WS (ps)  instance area [sq um]  setup WS [ps]  utilization  total power (uW)
6_report                460                   1970           1090        0.193               432
5_1_grt                 481                   1970            946        0.193               452
4_1_cts                 458                   1970           1070        0.193               441
3_5_place_dp            444                   1930           1090        0.189               288
3_3_place_gp            436                   1930           1110        0.189               288
2_1_floorplan           424                   1650           2060            -               275
cell usage after synthesis (all sizes together):
cell type	instances	area share
a21oi	9	0.032
and2	10	0.038
and3	4	0.015
and4	4	0.021
buf	4	0.021
dfbbp	3	0.059
dfrtp	27	0.41
ha	6	0.046
inv	3	0.0068
nand2	17	0.039
nand3	6	0.021
nand4	6	0.040
nor2	19	0.043
nor2b	1	0.0038
nor3	5	0.022
nor4	3	0.011
o21ai	3	0.0091
o31ai	6	0.027
or3	3	0.011
or4	6	0.032
xnor2	4	0.021
xor2	13	0.069
worst paths after layout:
path / from / to / slack (ps) / cells after the start
min: counter_inst.clk_cnt[0] / counter_inst.clk_cnt[0] / 460 / 1
max: g2 / y[1] / 1090 / 6
max in group asynchronous: rst_n / counter_inst.clk_cnt[19] / 2910 / 2
min in group asynchronous: rst_n / counter_inst.clk_cnt[23] / 920 / 2
min reg2reg: counter_inst.clk_cnt[0] / counter_inst.clk_cnt[0] / 460 / 1
max reg2reg: counter_inst.clk_cnt[2] / counter_inst.clk_1hz / 2230 / 4
worst max-delay path: cells and delay by family:
kind	cells	cell delay, ps
AND/OR/NAND/NOR	4	500
buffers and inverters	2	860
Power is estimated from default activity; no workload was simulated.
